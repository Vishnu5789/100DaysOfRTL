==> ./design.v <==
`timescale 1ns / 1ps
module CarrySaveAdder(input [3:0]a,b,c, output [3:0]sum,output [1:0]cout,output [5:0]result
    );
    wire [3:0]su,ca;
    wire [3:0] carry;
    FA fa1(.a(a[0]),.b(b[0]),.c(c[0]),.sum(su[0]),.carry(ca[0]));
    FA fa2(.a(a[1]),.b(b[1]),.c(c[1]),.sum(su[1]),.carry(ca[1]));
    FA fa3(.a(a[2]),.b(b[2]),.c(c[2]),.sum(su[2]),.carry(ca[2]));
    FA fa4(.a(a[3]),.b(b[3]),.c(c[3]),.sum(su[3]),.carry(ca[3]));
    assign sum[0]=su[0];
    FA fa5(.a(su[1]),.b(ca[0]),.c(0),.sum(sum[1]),.carry(carry[0]));
    FA fa6(.a(su[2]),.b(ca[1]),.c(carry[0]),.sum(sum[2]),.carry(carry[1]));
    FA fa7(.a(su[3]),.b(ca[2]),.c(carry[1]),.sum(sum[3]),.carry(carry[2]));
    FA fa8(.a(ca[3]),.b(carry[2]),.c(0),.sum(cout[0]),.carry(cout[1]));
    assign result = {cout,sum};
endmodule
`timescale 1ns / 1ps
module FA(
    input a,
    input b,
    input c,
    output reg sum,carry
    );
    always @(*)
    begin 
    sum = (a^b)^c;
    carry = (a^b)& c | a&b;
    end
endmodule
==> ./run.sh <==
#!/bin/bash
# OpenROAD 26Q1-2900-gdf79404cd8, Yosys 0.63+post, stock flow scripts
make -C /OpenROAD-flow-scripts/flow DESIGN_CONFIG=/design/flow/config.mk WORK_HOME=/design/flow/orfs finish
==> ./config.mk <==
export PLATFORM = sky130hd
export DESIGN_NAME = CarrySaveAdder
export DESIGN_NICKNAME = CarrySaveAdder
export VERILOG_FILES = /design/flow/design.v
export SDC_FILE = /design/flow/constraint.sdc
export NUM_CORES = 4
export LEC_CHECK = 1
export CORE_AREA = 10 10 70 70
export DIE_AREA = 0 0 80 80
==> ./constraint.sdc <==
current_design CarrySaveAdder

set clk_period 3.8
set clk_io_pct 0.2

create_clock -name clk0 -period $clk_period

set non_clock_inputs [all_inputs -no_clocks]
set_input_delay [expr $clk_period * $clk_io_pct] -clock clk0 $non_clock_inputs
set_output_delay [expr $clk_period * $clk_io_pct] -clock clk0 [all_outputs]
==> run_results.csv <==
group,metric,value,unit
synthesis,yosys_cells,31,
pwr,power_frac_clock,0,%
final_timing,max_freq,275.7,MHz
routing,dr.pass1.iters,2,
critical_path,worstPathCellList,"clkdlybuf4s15_2 -> fa_1 -> ha_2 -> inv_2 -> fa_2 -> fa_2 -> inv_2 -> ha_4 -> dlygate4sd2_1",
run_status,status,"finished clean",
synthesis,yosysWarnings,3,
clock_network,cts_hold_buf,0,
floorplan,die_w,80,µm
critical_path,cpPeakStageDelay,0.53,ns
pwr,power.switching,0.00002887,W
grt,first_global_vias,215,
final_timing,setup_viol,0,
floorplan,ioPinCount,24,
final_timing,timing.setup.tns,0,ns
final_timing,period_needed,3.627,ns
grt,grt_first_pass_wirelength,1000,µm
final_timing,worstMarginPinSlew,0.1010,ns
final_timing,slew_headroom,93.26,%
critical_path,crit_fanout,2,
final_timing,rsz0062_at_grt,"false",
cells_and_area,drive_above_1_share,20.93,%
routing,routedWlPerCell,7.225,µm
synthesis,ys_seq_share,0,%
final_timing,hold_viol_final,0,
critical_path,crit_buf_inv,4,
floorplan,core-area,3416,µm²
routing,wl,643,µm
final_timing,drv_slew,0,
critical_path,endpoint_kind,"output port",
floorplan,fp_util,8.095,%
pwr,cellLeakagePower,0.2284,nW
synthesis,synth.top_cell.area_share,43.44,%
routing,drtAntennaViolNets,0,
cells_and_area,area_growth,79.64,%
grt,grt-ovfl-total,0,
synthesis,ys_types,4,
routing,via_per_inst,2.258,
synthesis,yosys.area.top_type,"fa_1",
cells_and_area,ff_count,0,
pwr,ir_worst_vdd,0.00005330,V
pwr,intPower,0.00006754,W
critical_path,cpLargestDelayFamily,"adder cells",
pwr,sw_frac_of_total,29.95,%
place,gp_congestion,0.7581,
routing,drt_iter0_markers,1,
floorplan,num_rows,21,
synthesis,yosys_area,276.5,µm²
critical_path,cp-start-kind,"primary input",
floorplan,die_h,80,µm
routing,vias,201,
routing,drc_errors,0,
routing,insertedDiodeCount,0,
place,io_buffers,24,
floorplan,die_area,6400,µm²
synthesis,yosys-top-cells-area,"fa_1, buf_4, inv_1, ha_1",
synthesis,syn_inst,31,
flow_run,warnings,32,
pwr,seqPwrFrac,0,%
synthesis,synth_top_cell_by_count,"buf_4",
place,pre_cts_ws,-0.3666,ns
synthesis,syn-mean-instance-area,8.920,µm²
critical_path,worstSetupPathType,"primary input to output port",
grt,grtUsageTotal,1.905,%
synthesis,syn-cell-area,276.5,µm²
critical_path,crit_required,3.04,ns
place,dp_hpwl,618.2,µm
cells_and_area,final-seq-area,0,µm²
grt,grt_max_degree,3,
worst_hold_path,hp-class,"primary input to output port",
pwr,combinationalPowerShare,100.0,%
pwr,power.density,194.1,nW/µm²
final_timing,worst_slack,0.1726,ns
critical_path,cp.arrival,2.87,ns
critical_path,crit_slowest_cell,"fa_1",
cells_and_area,clock_buffers,0,
flow_run,drv_cap,0,
synthesis,common_cells,"buf_4, inv_1, fa_1",
final_timing,fin_crit_sh,95.46,%
grt,antenna_found_initial,0,
==> path summary, 6_finish.rpt <==
| kind | from | to | cells past startpoint |
|---|---|---|---|
| worst max-delay path | a[1] | result[4] | 9 |
| worst min-delay path | c[1] | result[1] | 4 |
==> timing repair <==
| action | 4_1_cts | 5_1_grt |
|---|---|---|
| pin swaps | 6 | 3 |
| resized | 22 | 2 |
| endpoints found under the setup margin | 6 | 2 |
| setup buffers | 0 | 0 |
==> through the flow <==
| stage | instances | power [W] | area, µm² | hold WS [ns] | util, % |
|---|---|---|---|---|---|
| global placement | 89 | 0.0001068 | 484.2 | 2.639 | 14.18 |
| detailed placement | 89 | 0.0001062 | 484.2 | 2.636 | 14.18 |
| CTS | 89 | 0.0001017 | 494.2 | 2.487 | 14.47 |
| global route | 89 | 0.0001099 | 496.7 | 2.527 | 14.54 |
| finish | 89 | 0.00009641 | 496.7 | 2.473 | 14.54 |
| floorplan | 31 | 0.00006340 | 276.5 | 1.762 | - |
==> tightest hold or removal path, delay by kind of cell <==
kind,cells,cell delay [ns]
adder cells (fa/ha/maj),2,0.31
buffers and inverters,2,0.64
==> placed cells by master, fill, tap and decap left out <==
cell             count
fa_1                 4
ha_4                 1
clkdlybuf4s50_1     12
inv_2                4
clkdlybuf4s15_2      1
clkdlybuf4s15_1      1
dlymetal6s2s_1       1
dlygate4sd2_1        9
ha_2                 1
inv_1                7
fa_2                 2
==> per-layer routing <==
layer	global-route usage [%]	part of all wire [%]	vias to the layer above
met2	2.087	26	22
met1	3.020	52	83
met3	1.250	22	0
met5	0	0	-
met4	0	0	0
li1	-	-	96
==> cells by family after synthesis <==
| group | Yosys count | synth area share, % |
|---|---|---|
| fa+ha+maj | 8 | 52.49 |
| buf+inv | 23 | 47.51 |
==> layout make-up <==
class,instances,area (µm²)
fillers,398,2919
repair buffers,24,232.7
inverters,11,41.29
well taps,46,57.56
multi-input cells,8,165.2
==> power by group through the flow <==
stage | logic (W) | registers [W] | clock network (W)
after CTS | 0.000102 | 0 | 0
after global routing | 0.000110 | 0 | 0
final | 0.0000964 | 0 | 0
Power and IR drop assume default switching activity.
